### config.mk
export PLATFORM = sky130hd
export DESIGN_NAME = VendingMachine
export DESIGN_NICKNAME = VendingMachine
export VERILOG_FILES = /design/flow/design.v
export SDC_FILE = /design/flow/constraint.sdc
export NUM_CORES = 4
export LEC_CHECK = 1
export CORE_AREA = 10 10 110 110
export DIE_AREA = 0 0 120 120
### constraint.sdc
current_design VendingMachine

set clk_period 3.0
set clk_io_pct 0.2

create_clock -name clk0 -period $clk_period [get_ports {clock}]

set non_clock_inputs [all_inputs -no_clocks]
set_input_delay [expr $clk_period * $clk_io_pct] -clock clk0 $non_clock_inputs
set_output_delay [expr $clk_period * $clk_io_pct] -clock clk0 [all_outputs]
### design.v
module VendingMachine(
    input a, b, c, d, nickel_in, dime_in, clock,
    output reg nickel_out, dispense
);
    wire No1, No2, No3, No4;
    wire D1, D2, D3, D4;
    wire [3:0] item_number;
    assign item_number = {d, c, b, a};
    Item_One   IO(.nickel_in(nickel_in), .dime_in(dime_in), .clock(clock), .nickel_out(No1), .dispense(D1));
    Item_Two   ITW(.nickel_in(nickel_in), .dime_in(dime_in), .clock(clock), .nickel_out(No2), .dispense(D2));
    Item_Three ITH(.nickel_in(nickel_in), .dime_in(dime_in), .clock(clock), .nickel_out(No3), .dispense(D3));
    Item_Four  IF(.nickel_in(nickel_in), .dime_in(dime_in), .clock(clock), .nickel_out(No4), .dispense(D4));
    always @(*) begin
        case (item_number)
            4'b0001: begin
                nickel_out = No1;
                dispense = D1;
            end
            4'b0010: begin
                nickel_out = No2;
                dispense = D2;
            end
            4'b0100: begin
                nickel_out = No3;
                dispense = D3;
            end
            4'b1000: begin
                nickel_out = No4;
                dispense = D4;
            end
            default: begin
                nickel_out = 0;   
                dispense = 0;
            end
        endcase
    end
endmodule
module Item_Four(nickel_in, dime_in, clock, nickel_out, dispense);
    input nickel_in, dime_in, clock;
    output reg nickel_out, dispense;
    reg [7:0] current_state, next_state;
    localparam  S0  = 8'b00000001,
                S5  = 8'b00000010,
                S10 = 8'b00000100,
                S15 = 8'b00001000,
                S20 = 8'b00010000,
                S25 = 8'b00100000,
                S30 = 8'b01000000,
                S35 = 8'b10000000;
    always @(posedge clock) begin
        current_state <= next_state;
    end
    always @(*) begin
        next_state = current_state;   
        {nickel_out, dispense} = 2'b00;  
        case (current_state)
            S0: begin
                if (nickel_in) begin
                    next_state = S5;  
                end else if (dime_in) begin
                    next_state = S10;
                end
            end
            S5: begin
                if (nickel_in) begin
                    next_state = S10;
                end else if (dime_in) begin
                    next_state = S15;
                end
            end
            S10: begin
                if (nickel_in) begin
                    next_state = S15;
                end else if (dime_in) begin
                    next_state = S20;
                end
            end
            S15: begin
                if (nickel_in) begin
                    next_state = S20;
                end else if (dime_in) begin
                    next_state = S25;
                    {nickel_out, dispense} = 2'b01;  
                end
            end
            S20: begin
                if (nickel_in) begin
                    next_state = S25;
                    {nickel_out, dispense} = 2'b01;  
                end else if (dime_in) begin
                    next_state = S30;
                    {nickel_out, dispense} = 2'b01;  
                end
            end
            S25: begin
                if (nickel_in) begin
                    next_state = S30;
                    {nickel_out, dispense} = 2'b01;  
                end else if (dime_in) begin
                    next_state = S35;
                    {nickel_out, dispense} = 2'b11;  
                end
            end
            S30: begin
                next_state = S0;
            end
            S35: begin
                next_state = S0;
            end
            default: begin
                next_state = S0;
            end
        endcase
    end
endmodule
module Item_One(nickel_in, dime_in, clock, nickel_out, dispense);
    input nickel_in, dime_in, clock;
    output reg nickel_out, dispense;
    reg [4:0] current_state, next_state;
    localparam  S0  = 5'b00001,
                S5  = 5'b00010,
                S10 = 5'b00100,
                S15 = 5'b01000,
                S20 = 5'b10000;
    always @(posedge clock) begin
        current_state <= next_state;
    end
    always @(*) begin
        case (current_state)
            S0: begin
                if (nickel_in) begin
                    next_state = S5;
                    {nickel_out, dispense} = 2'b00;
                end else if (dime_in) begin
                    next_state = S10;
                    {nickel_out, dispense} = 2'b00;
                end else begin
                    next_state = S0;
                    {nickel_out, dispense} = 2'b00;
                end
            end
            S5: begin
                if (nickel_in) begin
                    next_state = S10;
                    {nickel_out, dispense} = 2'b00;
                end else if (dime_in) begin
                    next_state = S15;
                    {nickel_out, dispense} = 2'b01;
                end else begin
                    next_state = S5;
                    {nickel_out, dispense} = 2'b00;
                end
            end
            S10: begin
                if (nickel_in) begin
                    next_state = S15;
                    {nickel_out, dispense} = 2'b01;
                end else if (dime_in) begin
                    next_state = S20;
                    {nickel_out, dispense} = 2'b11;
                end else begin
                    next_state = S10;
                    {nickel_out, dispense} = 2'b00;
                end
            end
            S15: begin
                next_state = S0;
                {nickel_out, dispense} = 2'b00;
            end
            S20: begin
                next_state = S0;
                {nickel_out, dispense} = 2'b00;
            end
            default: begin
                next_state = S0;
                {nickel_out, dispense} = 2'b00;
            end
        endcase
    end
endmodule
module Item_Three(nickel_in, dime_in, clock, nickel_out, dispense);
    input nickel_in, dime_in, clock;
    output reg nickel_out, dispense;
    reg [6:0] current_state, next_state;
    localparam  S0  = 7'b0000001,
                S5  = 7'b0000010,
                S10 = 7'b0000100,
                S15 = 7'b0001000,
                S20 = 7'b0010000,
                S25 = 7'b0100000,
                S30 = 7'b1000000;
    always @(posedge clock) begin
        current_state <= next_state;
    end
    always @(*) begin
        next_state = current_state;   
        {nickel_out, dispense} = 2'b00;  
        case (current_state)
            S0: begin
                if (nickel_in) begin
                    next_state = S5;  
                end else if (dime_in) begin
                    next_state = S10;
                end
            end
            S5: begin
                if (nickel_in) begin
                    next_state = S10;
                end else if (dime_in) begin
                    next_state = S15;
                end
            end
            S10: begin
                if (nickel_in) begin
                    next_state = S15;
                end else if (dime_in) begin
                    next_state = S20;
                end
            end
            S15: begin
                if (nickel_in) begin
                    next_state = S20;
                end else if (dime_in) begin
                    next_state = S25;
                    {nickel_out, dispense} = 2'b01;  
                end
            end
            S20: begin
                if (nickel_in) begin
                    next_state = S25;
                    {nickel_out, dispense} = 2'b01;  
                end else if (dime_in) begin
                    next_state = S30;
                    {nickel_out, dispense} = 2'b11;  
                end
            end
            S25: begin
                next_state = S0;
            end
            S30: begin
                next_state = S0;
            end
            default: begin
                next_state = S0;
            end
        endcase
    end
endmodule
module Item_Two(nickel_in, dime_in, clock, nickel_out, dispense);
    input nickel_in, dime_in, clock;
    output reg nickel_out, dispense;
    reg [5:0] current_state, next_state;
    localparam  S0  = 6'b000001,
                S5  = 6'b000010,
                S10 = 6'b000100,
                S15 = 6'b001000,
                S20 = 6'b010000,
                S25 = 6'b100000;
    always @(posedge clock) begin
        current_state <= next_state;
    end
    always @(*) begin
        next_state = current_state;   
        {nickel_out, dispense} = 2'b00;  
        case (current_state)
            S0: begin
                if (nickel_in) begin
                    next_state = S5;  
                end else if (dime_in) begin
                    next_state = S10;
                end
            end
            S5: begin
                if (nickel_in) begin
                    next_state = S10;
                end else if (dime_in) begin
                    next_state = S15;
                end
            end
            S10: begin
                if (nickel_in) begin
                    next_state = S15;
                end else if (dime_in) begin
                    next_state = S20;
                    {nickel_out, dispense} = 2'b01;  
                end
            end
            S15: begin
                if (nickel_in) begin
                    next_state = S20;
                    {nickel_out, dispense} = 2'b01;  
                end else if (dime_in) begin
                    next_state = S25;
                    {nickel_out, dispense} = 2'b11;  
                end
            end
            S20: begin
                next_state = S0;
            end
            S25: begin
                next_state = S0;
            end
            default: begin
                next_state = S0;
            end
        endcase
    end
endmodule
### run.sh
#!/bin/bash
# OpenROAD 26Q1-2900-gdf79404cd8, Yosys 0.63+post, stock flow scripts
make -C /OpenROAD-flow-scripts/flow DESIGN_CONFIG=/design/flow/config.mk WORK_HOME=/design/flow/orfs finish
==> changes_impl.md <==
## Flow update

* Top cells, area: edfxtp_1 (39%), dfxtp_1 (6.1%), nor2_1 (4.8%)
* Met3 Resource Use GR at 0.9995%
* Ys cells at 172
* R2R cell count at 5
* Commonest Layout Cell: buf_4
* # rows at 36
* Ys async rst share at 0%
* RSZ-0062 raised after global routing: false
* Clock Sink Count at 26
* TritonCTS clock tree: yes
* Crit path launch type: input pin
* Post-Syn Area at roughly 0.0016 mm2
* Port Buffers at 8
* Via density at 4.083
* Maximum vdd drop at approximately 0.38 mV
* Final WS setup at 0.1581 ns
* Worst Path Buf+Inv at 3
* Unique cell types at roughly 46
* Max Freq at approximately 0.35 GHz
* Area grow syn2layout at 26.11%
* Final WL at around 3.3 mm
* Status: finished, final reports clean
* Layout Cells excl Fill at 326
* Fin. Hold Viols at 0
* Busiest grt layer: met2
* Root Driver: clkbuf_8
* Critical R2R Launch: IF.current_state[2]$_DFFE_PP_
* Clock transition at path regs at 0.09 ns
* Flip-flop and latch area at 730.7 um2
* Placed insts at 322
* Drt wl/cell at 10.07 um
* GRT Total Usage at 4.571%
* CP Cell Sequence: clkdlybuf4s50_1, buf_4, nor4_1, nand4_1, a31o_1, o311ai_1, clkbuf_2
* Worst hold path class: reg2reg
* Initial drt markers at 57
* Routability congestion estimate from global placement at around 0.84
* First-pass DRT Iterations at 4
* Largest type area fraction at between 30% and 40%
* Syn Inst Count at 172
* Setup TNS at 0 ns
* Post-CTS setup buffers at 0
* Dominant flop cell: edfxtp_1
* CP top delay family: buffers and inverters
* Antenna Violating Nets Remaining at 0
* Hold_sp: IO.current_state[4]$_DFF_P_
* Inserted Clock Buffers at 3
* Final Skew at 0.005345 ns
* Synth warn at 5
* Maximum clock insertion buffer count at 2
* Die area at about 0.014 mm2
* Leading area contributor after synthesis: edfxtp_1
* Critical path class: in2out
* Post-synth EDFFs at 21
* Antenna Cells at 0
* Critical path arrival at between 2 and 2.5 ns
* Layout cells sized above 1 at about a fifth
* CP peak stage delay at 0.40 ns
* Pwr dens at 861.2 mW/mm2
* H-tree depth at 1
* Leak at 0.7186 nW
* Met1 Usage GRT at between 6 and 7%
* Crit share post-route at 94.73%
* Pre-CTS setup slack at -0.3602 ns
* Final Max Tran Viols at 0
* Vert. Die Dim at between 100 and 150 um
* Final setup viols at 0
* Crit path max fanout at 8
* Vias in the first global route at 1257
* FP Core Util at 16.72%
* R2r setup slk at between 1 and 1.5 ns
* Slowest-stage cell, CP: clkdlybuf4s50_1
* DRC at 0
* Initial antenna violation count at 0
* Max-cap violations at 0
* Clock latency (worst-skew pair) at 0.27 ns
* Global-route wire length before repair at 5.644 mm
* Slew headroom at 73.46%
* Worst Max-Slew Pin Slew at 0.3982 ns
* Min-Delay Path Depth at 2
* Hold Buf Count CTS at 0
* Crit. End Element: output pin
* Placed Area at 0.001982 mm2
* Via count at around 1300
* Post-layout instance area at 0.002061 mm2
* Chip width at 120 um
* Final HPWL DP at 2.480 mm
* Global-route track usage on met2 at 7.050%
* Core area at a little under 0.01 mm2
* Yosys chip area at 0.001634 mm2
* Reg2reg end: IF.current_state[1]$_DFFE_PP_
* Yosys reg bits at 26
* Stage-log warning count at 25
* Top Layout Cells: buf_4 (22), edfxtp_1 (21), nor2_1 (21)
* WP data required at 2.40 ns
* Largest net degree at the start of global routing at 15
* Final min period at 2.842 ns
* Grt ovf at 0
* Comb gate area at 869.6 um2
* Hold Path End: IO.current_state[0]$_DFF_P_
* # fillers at approximately 1100
* Seq/Total Area, Yosys at 44.72%
* Post-synthesis area per instance at 9.500 um2
* Top Ports at 9
-- cell type report --
cell class	instances	area share, %
well taps	133	8.075
flip-flops and latches	26	35.46
multi-input cells	133	42.20
repair buffers	30	11.60
clock buffers	4	2.672
-- logic make-up (layout without fill, tap and decap cells) --
| family | after synthesis | count (layout) | synth area share (%) |
|---|---|---|---|
| compound gates | 31 | 31 | 12.18 |
| flops | 26 | 26 | 44.72 |
| simple gates | 95 | 95 | 35.07 |
| buf+inv | 13 | 34 | 3.904 |
| xor+xnor | 3 | 3 | 1.608 |
| mux | 4 | 4 | 2.527 |
-- Yosys cell counts (2+ instances only) --
| cell type | instances |
|---|---|
| nand3b_1 | 6 |
| dfxtp_1 | 5 |
| or3_1 | 2 |
| nor4_1 | 4 |
| nand2_1 | 11 |
| xor2_1 | 2 |
| or3b_1 | 4 |
| nand3_1 | 3 |
| or4_1 | 2 |
| nand2b_1 | 11 |
| nor2_1 | 21 |
| o211ai_1 | 2 |
| nor3b_1 | 5 |
| and3_1 | 2 |
| edfxtp_1 | 21 |
| buf_2 | 6 |
| or2_1 | 2 |
| nor4b_1 | 6 |
| o21ai_0 | 3 |
| a21oi_1 | 14 |
| clkbuf_1 | 4 |
| nor2b_1 | 4 |
| nor3_1 | 6 |
| buf_4 | 2 |
| mux2i_1 | 3 |
-- stage by stage --
step	utilization, %	hold slack, ns	power (mW)
2_1_floorplan	-	0.4253	1.373
3_3_place_gp	20.28	0.4432	1.534
3_5_place_dp	20.28	0.4418	1.542
4_1_cts	21.07	0.4744	1.778
5_1_grt	21.08	0.5131	1.925
6_report	21.08	0.4746	1.775
-- worst reg2reg max path: cells and delay by family (launching register included) --
family          cells  cell delay [ns]
compound gates      2             0.34
flops               1             0.53
simple gates        3             0.72
-- how the worst max path moves through the flow --
stage / slack [ns] / to / from / cells after the start
4_1_cts: 0.03 / dispense / nickel_in / 7
5_1_grt: 0.03 / nickel_out / a / 7
6_report: 0.16 / dispense / nickel_in / 7
-- registers in the layout, indices dropped and copies added (netlist names) --
| register | count |
|---|---|
| ITW.current_state | 6 |
| ITH.current_state | 7 |
| IF.current_state | 8 |
| IO.current_state | 5 |
-- metal layers --
layer  vias to the layer above  share of wire (%)
met5                         -                  0
met4                         0               0.52
met3                         4                3.8
met2                        21                 44
met1                       608                 52
li1                        698                  -
-- where the power goes --
| group | total, mW | switching [mW] | internal (mW) |
|---|---|---|---|
| logic | 0.726 | 0.356 | 0.370 |
| registers | 0.821 | 0.219 | 0.602 |
| clock network | 0.228 | 0.110 | 0.117 |
-- repair_timing --
item                       CTS  global route
hold endpoints to repair     0             0
setup endpoints to repair    2             2
pin swaps                    1             1
cloned                       0             0
gates resized                6             3
Power is estimated from default activity; no workload was simulated.
